<file path="/design/flow/config.mk">
export PLATFORM = sky130hd
export DESIGN_NAME = robsmult
export DESIGN_NICKNAME = robsmult
export VERILOG_FILES = /design/flow/design.v
export SDC_FILE = /design/flow/constraint.sdc
export NUM_CORES = 4
export LEC_CHECK = 1
export CORE_UTILIZATION = 40
</file>
<file path="/design/flow/constraint.sdc">
current_design robsmult

set clk_period 1.0
set clk_io_pct 0.2

create_clock -name clk0 -period $clk_period [get_ports {clk}]

set non_clock_inputs [all_inputs -no_clocks]
set_input_delay [expr $clk_period * $clk_io_pct] -clock clk0 $non_clock_inputs
set_output_delay [expr $clk_period * $clk_io_pct] -clock clk0 [all_outputs]
</file>
<file path="/design/flow/design.v">
module addsub #(parameter dw=8)		  
(
  input        [dw-1:0] dataa,
  input        [dw-1:0] datab,
  input                 add_sub,	  
  output logic [dw-1:0] result
);
	always_comb if(add_sub) result = dataa + datab; else result = dataa - datab;
endmodule
module counter_down	#(parameter dw=8, WIDTH=7)
(
  input                 clk,
  input                 reset,
  input                 ena,
  output logic [dw-1:0] result);
  always @(posedge clk)	 begin
		if(reset) result <= WIDTH;	       
		else if(!reset && ena) result <= result - 1;
		else if(!reset && !ena) result <= result;
  end
endmodule	
module mux2 #(parameter WIDTH = 8)
 (input        [WIDTH-1:0] d0, d1, 
  input                    s, 
  output logic [WIDTH-1:0] y);
	always_comb if(s) y[7:0] = d1[7:0]; else y[7:0] = d0[7:0];
endmodule
module mux3 #(parameter WIDTH = 8)
  (input       [WIDTH-1:0] d0, d1, d2,
   input       [1:0]       s, 	 
   output logic[WIDTH-1:0] y);
	always_comb
		if (s[1]) y = d2; 
		else if(s[0]) y = d1;
		else y = d0;
endmodule
module mux5 (input        d0, d1, d2, d3, d4,
             input [2:0]  s, 
             output logic y);
always_comb begin    
	case(s)
		0: y = d0;
		1: y = d1;
		2: y = d2;
		3: y = d3;
		4: y = d4;
		default: y = 0;
		5: y = 0;
		6: y = 0;
		7: y = 0;
	endcase
end
endmodule
module register # (parameter N = 8)
   (input                clk,    
    input                load,
    input                clear,
    input        [N-1:0] in,
    output logic [N-1:0] out
    );
  always_ff @ (posedge clk, posedge clear)    begin
		if(clear) out <= 0;           
		else if(load) out <= in;
		else out <= out;
end	
endmodule
module register_hl # (parameter N = 16)
 (input                clk,
  input [N/2-1:0]      inh,
  input [N/2-1:0]      inl,
  input                loadh,
  input                loadl,
  input                clear,
  output logic[N-1:0]  out	  	);
  always_ff @ (posedge clk, posedge clear) begin
		if(clear) begin 
			out[N-1:N/2] <= 0;
			out[N/2-1:0] <= 0;
		end
		else begin
			if(loadh)
				out[N-1:N/2] <= inh;
			if(loadl)
				out[N/2-1:0] <= inl;
		end
  end	
endmodule
module right_shift_register #(parameter WIDTH = 16)(
    input                    clk,
    input                    enable,
    input signed       [WIDTH-1:0] in,  
    input                    mode,  
    output logic signed [WIDTH-1:0] out);  
	always @(posedge clk) begin
		if(!enable);
		else if (mode)out <= in >> 1;
		else	out <= in >>> 1;
    end
endmodule
module robs_control_unit_micro(
	input clk, reset,
	input zq, zy, zr,
	output[14:0] c,
	output logic done
	);
    wire load_incr;
    wire [4:0] upc;
    wire [22:0] uinstr;
    upcreg upc_reg(.clk, .reset, .load_incr, .upc_next(uinstr[19:15]), .upc);
    mux5 cs_mux(.d0(1'b0), .d1(zq), .d2(zr), .d3(zy), .d4(1'b1), .s(uinstr[22:20]), .y(load_incr));
    rom control_memory(.addr(upc), .data(uinstr));
	assign c = uinstr[14:0];		 
    always_latch 
      if     (reset)     done = 0;
      else if(upc == 17) done = 1;
endmodule
module robs_datapath #(parameter WIDTH = 8)
    (
	input             clk, 
	                  reset,
	input [WIDTH-1:0] multiplier, 
	                  multiplicand,
	input[14:0]       c,
	output logic[WIDTH*2-1:0] product,
	output logic              zq, zr
	);
	wire [WIDTH-1:0] y, a, in_x, x, in_rh, in_rl, alu_out, q;
	wire [WIDTH*2-1:0] r, sr;
	register #(.N(WIDTH)) reg_y(.clk(clk), .in(multiplicand), .out(y), .load(c[0]), .clear(1'b0));
	register #(.N(WIDTH)) reg_a(.clk, .in(r[WIDTH*2-1:WIDTH]), .out(a), .load(c[14]), .clear(c[2]));
	register #(.N(WIDTH)) reg_x(.clk, .in(in_x), .out(x), .load(c[3]), .clear(1'b0));
	register_hl reg_r(.clk(clk), .inh(in_rh), .inl(in_rl), .loadh(c[8]), .loadl(c[9]), .clear(1'b0), .out(r));
	right_shift_register #(.WIDTH(2*WIDTH)) sign_ext(.clk, .enable(c[12]), .in(r), .mode(c[11]), .out(sr)); 
	mux2 #(.WIDTH(WIDTH)) mux_x(.d0(multiplier), .d1(r[WIDTH-1:0]), .s(c[7]), .y(in_x));
	mux3 #(.WIDTH(WIDTH)) mux_rh(.d0(a), .d1(sr[WIDTH*2-1:WIDTH]), .d2(alu_out), .s(c[5:4]), .y(in_rh));
	mux2 #(.WIDTH(WIDTH)) mux_rl(.d0(x), .d1(sr[WIDTH-1:0]), .s(c[6]), .y(in_rl));
	addsub #(.dw(WIDTH)) addsub(.dataa(r[WIDTH*2-1:WIDTH]), .datab(y), .add_sub(c[10]), .result(alu_out));
	counter_down #(.dw(WIDTH),.WIDTH(WIDTH-1)) decrement8(.clk, .reset(c[1]), .ena(c[13]), .result(q));
	assign product = {a,x};			  
	always_comb if(!(r % 2)) zr = 1; else zr = 0;
	always_comb	if(q % 8 == 0) zq = 1; else zq = 0;
endmodule
module robsmult #(parameter WIDTH = 8)
  (
  input clk,
  input reset,
  input [WIDTH-1:0] multiplier,
  input [WIDTH-1:0] multiplicand,
  output [WIDTH*2-1:0] product,  
  output done  
  );
  wire[14:0] c;	
  wire zq, zy, zr;
  robs_control_unit_micro cu(.clk, .reset, .zq, .zy, .zr, .c, .done);	
  robs_datapath #(.WIDTH(WIDTH)) dp(.clk, .reset, .multiplier, .multiplicand, .c, .product, .zq, .zr);
  assign zy = ~multiplicand[WIDTH-1];	 
endmodule
module rom(
  input       [ 4:0] addr, 
  output logic[22:0] data);
  logic  [22:0] mem[18];     
  initial begin
    for(int i=0; i<18; i++) begin
      mem[i] = '0;			 
    end
    mem[00] = 23'b00000001000000000000011;
    mem[01] = 23'b00000010000000000001100;
    mem[02] = 23'b00000011000001100000000;
    mem[03] = 23'b00101100000000000000000;
    mem[04] = 23'b01000110000000000000000;
    mem[05] = 23'b00000110000010100100000;
    mem[06] = 23'b01101001000000000000000;
    mem[07] = 23'b00001000001000000000000;
    mem[08] = 23'b10001010000000000000000;
    mem[09] = 23'b00001010001100000000000;
    mem[10] = 23'b00001011010001101010000;
    mem[11] = 23'b10000011000000000000000;
    mem[12] = 23'b01001110000000000000000;
    mem[13] = 23'b00001110000000100100000;
    mem[14] = 23'b00001111001000000000000;
    mem[15] = 23'b00010000000001101010000;
    mem[16] = 23'b00010001100000010001000;
    mem[17] = 23'b10010001000000000000000;
  end
	assign data = mem[addr];
endmodule
module upcreg(
  input              clk,
  input              reset,
  input              load_incr,
  input [4:0]        upc_next,
  output logic [4:0] upc);
  always_ff @ (posedge clk, posedge reset) begin
		if(reset) upc <= 0; else if(load_incr) upc <= upc_next; else upc <= upc+1; 
  end
endmodule    
</file>
<file path="/design/flow/run.sh">
#!/bin/bash
# OpenROAD 26Q1-2900-gdf79404cd8, Yosys 0.63+post, stock flow scripts
make -C /OpenROAD-flow-scripts/flow DESIGN_CONFIG=/design/flow/config.mk WORK_HOME=/design/flow/orfs finish
</file>
==> impl_metrics.csv <==
group,metric,value,unit
timing,layout_min_cycle_time,2590,ps
global_route,antenna_found_initial,0,
synthesis,yosysChipArea,3420,sq um
global_route,grt_pass1_wl,12.4,mm
run_status,violations,"setup timing",
clock_network,htreeDepth,3,
routing,viasPerCell,4.90,
floorplan,fp-row-count,33,
pwr,p_per_area,909,nW/um^2
synthesis,edf_count,48,
worst_setup_path,critPathMaxStageDelay,400,ps
global_route,grt_pass1_vias,2543,
synthesis,synth-seq-cells,65,
timing,fmax,386,MHz
worst_setup_path,crit_fanout,7,
cells_and_area,area_growth,54.8,%
worst_setup_path,cp_num_cells,11,
worst_setup_path,worst-path-buf-inv,2,
worst_setup_path,crit_path_end,"dp.reg_r.out[14]$_DFFE_PP_",
clock_network,clockBufferDepth,2,
pwr,ir_drop,0.616,mV
floorplan,fp_util,41.5,%
clock_network,cts_buffers,9,
flow_run,warnings,35,
timing,setup_viol,105,
floorplan,ios,35,
cells_and_area,layout-drive-gt1-share,49.9,%
clock_network,clkTransAtPathRegs,80,ps
worst_setup_path,critPathKind,"reg -> reg",
clock_network,tritoncts,"done",
timing,relSlewSlack,72.5,%
flow_run,cap_viol_max_count,0,
routing,route.detailed.drc,0,
floorplan,core-area,8260,sq um
synthesis,yosysUniqueCellTypes,52,
place,dpl_worst_slack,-1620,ps
synthesis,async_flop_share,20.0,%
floorplan,die_area,8930,sq um
worst_setup_path,worstPathCellList,"inv_2, ha_4, nor4bb_4, buf_6, mux2_4, fa_2, a21o_1, a21o_1, a21oi_2, nand2_1, o211a_1",
worst_setup_path,r2r-end,"dp.reg_r.out[14]$_DFFE_PP_",
synthesis,top_cell_area_share,42.1,%
timing,whs,110,ps
worst_setup_path,reg2reg_from,"cu.upc_reg.upc[1]$_DFF_PP0_",
worst_setup_path,end_kind,"register",
synthesis,syn_avg_cell_area,12.2,sq um
worst_setup_path,cp.required,1090,ps
global_route,grt.total_usage,18.6,%
worst_setup_path,cp_top_family,"AND-OR/OR-AND gates",
worst_setup_path,r2r_slack,-1590,ps
routing,wirelength,7.44,mm
routing,drt_first_pass_iters,4,
place,dpl_cell_area,4670,sq um
timing,unclocked_regs,1,
cells_and_area,largest_registers,"dp.reg_r.out x16, dp.sign_ext.out x16",
synthesis,yosys_cells,280,
global_route,globalRouteOverflowTotal,0,
timing,rsz0062_at_grt,"yes",
synthesis,syn-cell-area,3420,sq um
timing,worst_pin_slew,409,ps
worst_setup_path,cp_slowest_cell,"dfrtp_1",
timing,hold_viol_final,0,
synthesis,synthFlopType,"edfxtp_1",
timing,final_max_slew_viol_count,0,
timing,untimed_endpoints,2,
routing,antenna_cells_inserted,0,
timing,period_used_share,259,%
clock_network,ctsRootBufferMaster,"clkbuf_8",
synthesis,area_leaders,"edfxtp_1 (42%), dfrtp_1 (9.5%), mux2_2 (8.9%)",
routing,drt_iter0_drc,110,
routing,wire_per_inst,14.1,microns
min_path,holdCritPathClass,"in -> async",
routing,num_vias,2589,
timing,finClkSkew,8.57,ps
place,gp_congestion,0.881,
cells_and_area,post-route-cell-area,5300,sq um
worst_setup_path,reg2reg_depth,11,
synthesis,ys_warn_count,12,
place,io_buffer_count,34,
floorplan,die_w,94.5,microns
routing,postRouteAntennaNets,0,
place,hpwl,5.02,mm
worst_setup_path,path_common_cell,"a21o_1",
pwr,p_leak,2.09,nW
run_status,outcome,"finished, violations left",
worst_setup_path,start_kind,"register",
timing,setup_slack,-1590,ps
synthesis,yosysTopAreaCell,"edfxtp_1",
worst_setup_path,cp-startpoint,"cu.upc_reg.upc[1]$_DFF_PP0_",
synthesis,syn_inst,280,
global_route,grt_max_degree,28,
cells_and_area,utilization,64.2,%
clock_network,clock_latency,330,ps
floorplan,die_y,94.5,microns
worst_setup_path,arrival,2680,ps
==> Yosys cell counts (4+ instances only) <==
library cell,count
xor2_1,6
mux2i_1,10
a31oi_1,6
o21ai_0,10
a21oi_1,15
nor2_1,10
edfxtp_1,48
nor2b_1,4
mux2_2,27
ha_1,18
nand2_1,17
inv_1,14
nor3_1,6
xnor2_1,5
dfrtp_1,13
buf_2,8
o21ai_1,4
nand3_1,8
a211oi_1,4
==> per-stage QoR <==
stage          setup TNS (ps)  power [mW]  cells
3_5_place_dp           -78680        2.99    482
6_report               -84810        4.82    528
3_3_place_gp           -78300        2.99    482
2_1_floorplan          -70710        2.92    280
5_1_grt                -92020        5.01    528
4_1_cts                -75690        4.90    521
==> cell families (layout without fill, tap and decap cells) <==
logic type      after synthesis  after routing  share of synthesized area, %
fa+ha+maj                    19             19                          7.16
mux                          38             38                          12.1
latches                       1              1                         0.438
compound gates               58             58                          11.2
buf+inv                      27            170                          3.58
flops                        64             64                          53.3
xor+xnor                     11             11                          2.81
simple gates                 62             62                          9.32
==> repair_timing <==
| item | CTS | global route |
|---|---|---|
| resized | 100 | 19 |
| setup buffers | 24 | 9 |
| pin swaps | 21 | 17 |
| hold buffers | 0 | 0 |
| setup endpoints to repair | 113 | 113 |
| cloned | 1 | 0 |
==> layout by cell type (no fill, tap or decap), types with 3 or more instances in the layout <==
cell             count
ha_4                 4
dfxtp_1              3
o21a_1               3
nand3_1              5
inv_1               11
a31oi_1              6
clkinv_2             4
mux2_4              26
ha_1                12
nand3_2              3
nand2_1             14
buf_2               16
a21oi_4              3
mux2i_1              7
xnor2_1              4
buf_4               83
nor2_4               3
nor2_1               7
edfxtp_1            48
nor2b_1              3
clkdlybuf4s50_1     18
a21oi_1             10
dfrtp_1             12
buf_6               13
a21oi_2              3
buf_12               7
xor2_1               6
o21ai_1              9
clkbuf_8             9
nor3_1               6
==> routing by layer <==
metal / GRT usage [%] / routed length (microns)
met5: 0 / 0
met4: 2.27 / 32
met3: 3.19 / 386
met2: 26.6 / 3250
met1: 32.2 / 3770
==> cell type report <==
| cell class | count | area, sq um |
|---|---|---|
| flip-flops and latches | 65 | 1840 |
| repair buffers | 140 | 1220 |
| clock buffers | 10 | 128 |
| multi-input cells | 188 | 1880 |
| inverters | 14 | 60.1 |
| well taps | 105 | 131 |
| fillers | 634 | 2960 |
| clock inverters | 6 | 36.3 |
==> power by group <==
| group | switching, mW | internal (mW) | leakage [nW] |
|---|---|---|---|
| clock network | 1.00 | 0.886 | 0.0858 |
| registers | 0 | 2.83 | 0.595 |
| logic | 0.0184 | 0.0779 | 1.41 |
| total | 1.02 | 3.80 | 2.09 |
==> worst min-delay path by stage <==
| stage | to | from | slack (ps) |
|---|---|---|---|
| 5_1_grt | cu.upc_reg.upc[1]$_DFF_PP0_ | reset | 130 |
| 6_report | cu.upc_reg.upc[1]$_DFF_PP0_ | reset | 110 |
| 4_1_cts | cu.upc_reg.upc[4]$_DFF_PP0_ | reset | 110 |
Power is estimated from default activity; no workload was simulated.
